[/design/flow/design.v]
`timescale 1ns / 1ps
module digicode(
    clk,
    timeout,
    daytime,
    code,
    reset,
    door,
    alarm
    );
   input clk,reset,timeout,daytime;
   input [3:0] code;
   output door,alarm;
   wire clk,reset,timeout,daytime;
   wire [3:0] code;
   reg door,alarm;
	 reg [2:0] current_state;
	 reg [2:0] next_state;
	 always @(posedge clk)
		if (reset==1) current_state = 3'b 000 ;
		else current_state = next_state;
	 always @(code or daytime or timeout or current_state)
		case (current_state)
			3'b 000:
			begin
				if(code==4'b 0010) next_state= 3'b 001;
				else if (code==4'b 1100) next_state= 3'b 000;
				else if (code==4'b 1101 && daytime==1) next_state= 3'b 011;
				else if (code==4'b 0000 || code==4'b 0001 || code==4'b 0011 || code==4'b 0100 || code==4'b 0101 || code==4'b 0110 || code==4'b 0111 || code==4'b 1000 || code==4'b 1001 || code==4'b 1010 || code==4'b 1011 || (code==4'b 1101 && daytime==0)) next_state = 3'b 010;
				else next_state= 3'b 000;
			end
			3'b 001:
			begin
				if (timeout==1) next_state = 3'b 010;
				else if (code==4'b 0010) next_state=3'b 001;
				else if (code==4'b 1000) next_state=3'b 110;
				else if (code==4'b 1100) next_state= 3'b 000;
				else if (code==4'b 1101 && daytime==1) next_state= 3'b 011;
				else if (code==4'b 0000 || code==4'b 0001 || code==4'b 0010 || code==4'b 0011 || code==4'b 0100 || code==4'b 0101 || code==4'b 0110 || code==4'b 0111 || code==4'b 1001 || code==4'b 1010 || code==4'b 1011 || (code==4'b 1101 && daytime==0)) next_state = 3'b 010;
				else next_state= 3'b 000;
			end
			3'b 110:
			begin
				if (timeout==1) next_state = 3'b 010;
				else if (code==4'b 1000) next_state=3'b 110;
				else if(code==4'b 1011) next_state=3'b 111;
				else if (code==4'b 1100) next_state= 3'b 000;
				else if (code==4'b 1101 && daytime==1) next_state= 3'b 011;
				else if (code==4'b 0000 || code==4'b 0001 || code==4'b 0010 || code==4'b 0011 || code==4'b 0100 || code==4'b 0101 || code==4'b 0110 || code==4'b 0111 || code==4'b 1000 || code==4'b 1001 || code==4'b 1010 || (code==4'b 1101 && daytime==0)) next_state = 3'b 010;
				else next_state= 3'b 000;
			end
			3'b 111:
			begin
				if (timeout==1) next_state = 3'b 010;
				else if (code==4'b 1011) next_state=3'b 111;
				else if (code==4'b 0000) next_state=3'b 101;
				else if (code==4'b 1100) next_state= 3'b 000;
				else if (code==4'b 1101 && daytime==1) next_state= 3'b 011;
				else if (code==4'b 0001 || code==4'b 0010 || code==4'b 0011 || code==4'b 0100 || code==4'b 0101 || code==4'b 0110 || code==4'b 0111 || code==4'b 1000 || code==4'b 1001 || code==4'b 1010 || code==4'b 1011 || (code==4'b 1101 && daytime==0)) next_state = 3'b 010;
				else next_state= 3'b 000;
			end
			3'b 101:
			begin
				if (timeout==1) next_state = 3'b 010;
				else if (code==4'b 0000) next_state=3'b 101;
				else if (code==4'b 0100 || (code==4'b 1101 && daytime==1)) next_state=3'b 011;
				else if (code==4'b 1100) next_state= 3'b 000;
				else if (code==4'b 0000 || code==4'b 0001 || code==4'b 0010 || code==4'b 0011 || code==4'b 0101 || code==4'b 0110 || code==4'b 0111 || code==4'b 1000 || code==4'b 1001 || code==4'b 1010 || code==4'b 1011 || (code==4'b 1101 && daytime==0)) next_state = 3'b 010;
				else next_state= 3'b 000;
			end
			3'b 011:
			begin
				if ((code==4'b 0100)||((code==4'b 1101)&&daytime==1)) next_state= 3'b 011;
				else next_state= 3'b 000;
			end
			3'b 010:
			begin
				if (code==4'b 0000 || code==4'b 0001 || code==4'b 0010 || code==4'b 0011 || code==4'b 0100 || code==4'b 0101 || code==4'b 0110 || code==4'b 0111 || code==4'b 1000 || code==4'b 1001 || code==4'b 1010 || code==4'b 1011 || (code==4'b 1101 && daytime==0)) next_state = 3'b 010;
				else next_state= 3'b 000;
			end
			default:
			begin
				next_state=3'b 000;
			end
		endcase
	 always @(current_state)
		case(current_state)
			3'b 000 :
			begin
				alarm<=0; door<=0;
			end
			3'b 001: 
			begin 
				alarm<=0; door<=0;
			end
			3'b 110: 
			begin 
				alarm<=0; door<=0;
			end
			3'b 111: 
			begin 
				alarm<=0; door<=0;
			end
			3'b 101: 
			begin 
				alarm<=0; door<=0;
			end
			3'b 010: 
			begin 
				alarm<=1; door<=0;
			end
			3'b 011: 
			begin 
				alarm<=0; door<=1;
			end
			default:
			begin
				alarm<=0; door<=0;
			end
		endcase
endmodule
[/design/flow/run.sh]
#!/bin/bash
# OpenROAD 26Q1-2900-gdf79404cd8, Yosys 0.63+post, stock flow scripts
make -C /OpenROAD-flow-scripts/flow DESIGN_CONFIG=/design/flow/config.mk WORK_HOME=/design/flow/orfs finish
[/design/flow/config.mk]
export PLATFORM = sky130hd
export DESIGN_NAME = digicode
export DESIGN_NICKNAME = digicode
export VERILOG_FILES = /design/flow/design.v
export SDC_FILE = /design/flow/constraint.sdc
export NUM_CORES = 4
export LEC_CHECK = 1
export CORE_AREA = 10 10 76 76
export DIE_AREA = 0 0 86 86
[/design/flow/constraint.sdc]
current_design digicode

set clk_period 2.2
set clk_io_pct 0.2

create_clock -name clk0 -period $clk_period [get_ports {clk}]

set non_clock_inputs [all_inputs -no_clocks]
set_input_delay [expr $clk_period * $clk_io_pct] -clock clk0 $non_clock_inputs
set_output_delay [expr $clk_period * $clk_io_pct] -clock clk0 [all_outputs]
==> impl_metrics.toml <==
# implementation run metrics
[floorplan]
fp_util_pct = 14.5
ios = 10
design.core.area_sq_um = 4120
rows = 23
fp.dieH_microns = 86
die_w_microns = 86
die_area_sq_um = 7400

[critical_path]
crit_fanout = 7
crit_path_start_kind = "primary input"
required_ns = 2.31
crit_type = "primary input to flop"
critPathLaunch = "code[0]"
r2r_start = "current_state[6]"
r2r_slack_ns = 0.84
r2r_cells = 4
end_kind = "flop"
arrival_ns = 2.08
worst_r2r_endpoint = "current_state[5]"

[global_routing]
grt_first_pass_wirelength_microns = 2950
met1_usage_pct = 7.45
grt_max_degree = 11
met2_usage_pct = 5.27
use_met3_pct = 2.29
grt-ovfl-total = 0
antenna_found_initial = 0
top_usage_layer = "met1"
grt_usage_pct = 4.68
grt_pass1_vias = 592

[placement]
dp_cells = 146
hpwl_microns = 1350
pre_cts_slack_ns = 0.0324
finalWeightedCongestion = 0.892
port-buffer-count = 9

[yosys]
largest_area_cell = "dfxtp_1"
syn_avg_cell_area_sq_um = 7.48
yosys-stat-cells = 80
synthDistinctLibCells = 39
synth_chip_area_sq_um = 598
netlist_area_sq_um = 598
top_area_share_pct = 23.4
ff_type = "dfxtp_1"
async_reset_ff_share_pct = 0
edf_count = 0
synthCells = 80
synth-seq-cells = 7
yosysWarnings = 1
area_leaders = "dfxtp_1 (23%), a21oi_1 (6.7%), nor2_1 (4.4%)"
synth.yosys.seq_area_share_pct = 23.4

[routing]
drt_iter0_drc = 64
wire_per_inst_microns = 11.3
n_antenna_cell = 0
drc = 0
drtPass1Iterations = 4
final_antenna_net_count = 0
dr_total_vias = 658
drt-total-wl_microns = 1690
viasPerCell = 4.39

[run_status]
status = "finished, final reports clean"

[sta]
fin_crit_ns = 1.97
slew_viol_final = 0
setup_tns_ns = 0
whs_ns = 0.495
setup_violations = 0
rsz0062_at_grt = "false"
finClkSkew_ns = 0.00205
hold_viol = 0
tightest_slew_ns = 0.256
clock.fmax_mhz = 508
slew-limit-headroom_pct = 82.7
setup_slack_ns = 0.233
finalClockPeriodUsage_pct = 89.4

[finish]
layoutNonFillerInstCount = 150
largest_register_ff_count = 7
fillerInstances = 448
syn_to_final_growth_pct = 42.5
final_util_pct = 20.7
drive_above_1_share_pct = 19.0

[clock_network]
clkSinkCount = 7
cts.htree.levels = 1
cts_buffers = 3
cts_root_buf = "clkbuf_8"
cts_setup_buffers = 0
post_cts_resized = 0
clockBufferDepth = 2
clock_latency_ns = 0.23
cts-hold-fix-buffers = 0
cts_tree = "yes"
cts.clk_slew.worst_paths_ns = 0.04

[hold_path]
holdPathStages = 1
hold_path_end = "current_state[0]"
holdCritStartpoint = "current_state[1]"
hold_path.class = "flop to flop"

[pwr]
leakage_nw = 0.337
p_per_area_nw_per_um2 = 473
peakVddDrop_mv = 0.130

[job]
drv_cap = 0
tool_warnings = 25
## per-layer routing
layer / part of all wire [%] / routed length [microns]
met5: 0 / 0
met4: 1.6 / 27
met1: 54 / 904
met2: 35 / 595
met3: 9.6 / 162
## how the worst max path moves through the flow
stage,to,slack [ns]
CTS,current_state[5],0.27
global route,current_state[5],0.15
finish,current_state[5],0.23
## placed cells by master, fill, tap and decap left out, types with 2 or more instances in the layout
master / count
clkbuf_8: 3
nor3_1: 4
nand2b_1: 2
and3_1: 2
nor4_1: 3
nor2_1: 7
nand3_1: 4
dfxtp_1: 7
clkdlybuf4s50_1: 9
o21ai_0: 2
inv_1: 5
a21oi_1: 8
o31ai_1: 2
buf_4: 13
a211oi_1: 2
nand2_1: 3
## synthesized netlist by cell type, types with 2 or more instances
library cell	number
nand2_1	3
nand3_1	4
a211oi_1	2
o31ai_1	2
nor2_1	7
inv_1	5
dfxtp_1	7
nor3_1	4
buf_6	2
o21ai_0	2
a21oi_1	8
nand2b_1	2
nor4_1	3
and3_1	2
buf_2	3
## report_power, final
part           leakage, nW  internal [mW]  switching (mW)  total [mW]
Clock               0.0228          0.125          0.0530       0.178
Combinational        0.257         0.0485          0.0418      0.0902
Sequential          0.0571          0.131         0.00354       0.135
## stage by stage
stage | power, mW | instance area, sq um
2_1_floorplan | 0.185 | 598
3_3_place_gp | 0.228 | 807
3_5_place_dp | 0.226 | 807
4_1_cts | 0.407 | 852
5_1_grt | 0.432 | 852
6_report | 0.403 | 852
## cell families (layout without fill, tap and decap cells)
group	count (synthesis)	in the layout	synth area share [%]
compound gates	28	28	33.1
xor+xnor	1	1	1.46
buf+inv	11	31	10.0
flops	7	7	23.4
mux	1	1	1.67
simple gates	32	32	30.3
## critical path, cell delays in order
cell and delay, ns:
clkdlybuf4s50_1 0.54, buf_4 0.21, nor2_1 0.21, a211oi_1 0.11, a211oi_1 0.28, o21bai_1 0.10
a21o_1 0.19
## area by class of cell
| class | instances | area (sq um) | share of cell area (%) |
|---|---|---|---|
| inverters | 5 | 18.8 | 2.20 |
| repair buffers | 22 | 188 | 22.0 |
| multi-input cells | 62 | 398 | 46.7 |
| flip-flops and latches | 7 | 140 | 16.4 |
| clock buffers | 4 | 45.0 | 5.29 |
| well taps | 50 | 62.6 | 7.34 |
No activity file was given, so power comes from the tool's default toggle rates.
